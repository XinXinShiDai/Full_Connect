**flow/run.sh**
```bash
#!/bin/bash
# OpenROAD 26Q1-2900-gdf79404cd8, Yosys 0.63+post, stock flow scripts
make -C /OpenROAD-flow-scripts/flow DESIGN_CONFIG=/design/flow/config.mk WORK_HOME=/design/flow/orfs finish
```
**flow/config.mk**
```make
export PLATFORM = sky130hd
export DESIGN_NAME = Mul_Accumulate
export DESIGN_NICKNAME = Mul_Accumulate
export VERILOG_FILES = /design/flow/design.v
export SDC_FILE = /design/flow/constraint.sdc
export NUM_CORES = 4
export LEC_CHECK = 1
export CORE_UTILIZATION = 50
```
**flow/constraint.sdc**
```tcl
current_design Mul_Accumulate

set clk_period 20.8
set clk_io_pct 0.2

create_clock -name clk0 -period $clk_period [get_ports {clk}]

set non_clock_inputs [all_inputs -no_clocks]
set_input_delay [expr $clk_period * $clk_io_pct] -clock clk0 $non_clock_inputs
set_output_delay [expr $clk_period * $clk_io_pct] -clock clk0 [all_outputs]
```
**flow/design.v**
```verilog
module Mul_Accumulate(
    input clk,
    input rst_n,
    input Cal_Valid,
    input signed [7:0]  weight,
    input signed [31:0] data,
    output reg signed [31:0] Dout
);
    reg  [31:0] buffer ;
    always @(posedge clk or negedge rst_n) begin
        if(!rst_n) begin
            Dout <= 0;
            buffer <= 0;
        end
        else begin
            if(Cal_Valid)begin
                buffer <= weight * data;
                Dout   <= buffer + Dout;
            end
            else begin
                Dout   <= 0;
                buffer <= 0;
            end
        end
    end
endmodule
```
==> results.tsv <==
stage	metric	value	unit
routing	drc violations	0	
run	max_cap viols	0	
global_route	largest net degree at the start of global routing	36	
synthesis	Synth Instances	1178	
routing	Total Routed Length	21600	um
place	Setup WS pre-CTS	11.01	ns
run	Log Warnings	25	
setup_path	crit path DRT	21.01	ns
routing	WL/cell	14.2	um
clock_network	clk latency late pin	0.33	ns
synthesis	Post-synth EDFFs	0	
synthesis	top-area cell type share of the netlist area	30.0	%
final_timing	slack of the critical path	11.33	ns
run_status	outcome	finished clean	
min_path	Hold Crit Class	reg -> reg	
final_timing	RSZ-0062 raised after global routing	no	
synthesis	Cell area leaders	fa_1 (30%), dfrtp_1 (15%), ha_1 (11%)	
synthesis	main flop type	dfrtp_1	
place	placed cell count	1504	
global_route	remaining global-route overflow	0	
final_layout	Reg area	1600	um^2
place	placed cell areas	11600	um^2
global_route	first-pass GRT wire length	37900	um
clock_network	TritonCTS Buffers	9	
setup_path	crit path launch type	input port	
floorplanning	row cnt	52	
floorplanning	chip height	147	um
global_route	initial antenna violation count	0	
routing	antenna diode count	0	
final_layout	fillers	1913	
global_route	number of global-route vias before repair	7785	
place	I/O Buffers	74	
power_and_ir_drop	PwrDens	115	nW/um^2
final_timing	final setup vio count	0	
final_timing	Slew Limit Fails	0	
floorplanning	CORE AREA	20500	um^2
final_timing	f_max	0.106	GHz
final_timing	slew at the pin closest to its max-slew limit	0.775	ns
floorplanning	die area	21700	um^2
setup_path	critical path class	in -> reg	
clock_network	clk sinks	64	
synthesis	Mapped Area	10600	um^2
final_timing	Worst slew margin	48.3	%
final_timing	Fin Clk Skew	0.00490	ns
synthesis	ys async rst share	100	%
synthesis	YS chip area	10600	um^2
final_layout	Layout area overhead	12.7	%
setup_path	Crit. End Element	flop	
synthesis	yosys stat cell total	1178	
synthesis	Synth area leader	fa_1	
floorplanning	Top Ports	75	
final_layout	final core occ	58.1	%
power_and_ir_drop	Lkg Pwr	5.87	nW
final_layout	layout cells sized above 1	2.88	%
setup_path	crit-path max cell delay	0.61	ns
floorplanning	DIE WIDTH	147	um
setup_path	worst reg2reg startpoint	Dout[0]$_DFF_PN0_	
final_timing	Tmin final	9.47	ns
final_layout	Comb gate area	8000	um^2
synthesis	Synth Seq Share	15.2	%
clock_network	Max clock buf depth	2	
final_timing	Min Hold Slack	0.605	ns
setup_path	Critical-path top delay cell	inv_1	
final_layout	final instance area	11900	um^2
min_path	min-delay src	buffer[0]$_DFF_PN0_	
clock_network	post-cts repair resize count	0	
routing	vias per cell	5.02	
synthesis	distinct lib cells	60	
final_timing	Hold Fails Final Rpt	0	
routing	Detailed Routing Iterations Pass 1	6	
synthesis	Synth Warn #	1	
power_and_ir_drop	Peak supply drop	0.0000491	V
final_layout	fin cells	1520	
setup_path	CP startpoint	weight[7]	
routing	via count	7626	
clock_network	Clock Pin Slew Worst Setup and Hold Paths	0.05	ns
power_and_ir_drop	Final Power	1.37	mW
setup_path	crit-path max FO	22	
routing	Routed Antenna Nets	0	
place	Detail Placement HPWL	17500	um
setup_path	CP most frequent cell	fa_1	
final_timing	final period utilization	45.5	%
synthesis	Mean Syn Cell Area	8.96	um^2
clock_network	CTS Root Cell	clkbuf_16	
clock_network	CTS Hold Bufs	0	
floorplanning	Init Core Util	51.5	%
clock_network	CTS tree	built	
routing	Starting DRT DRC Count	303	
setup_path	register-to-register setup slack	17.99	ns
setup_path	cell chain of the critical path	clkdlybuf4s50_1, inv_1, nor2_1, fa_1, fa_1, fa_1, inv_1, fa_1, inv_1, ha_1, a21o_1, o21a_1, a311o_1, a22oi_2, o22ai_1, o31ai_1, nor2_1, a211o_1	
clock_network	post-CTS setup buffer count	0	
final_timing	setup TNS	0	ns
global_route	GR Util All Layers	22.9	%
place	GPL Wtd Cong	0.916	
clock_network	H-Tree Depth	3	
synthesis	Synth flops	64	
setup_path	Critical Path AT	9.68	ns
## critical path, delay by kind of cell
| family | cells | cell delay (ns) |
|---|---|---|
| fa+ha+maj | 5 | 2.27 |
| compound gates | 7 | 1.83 |
| buf+inv | 4 | 1.18 |
| simple gates | 2 | 0.23 |
## cells in the final DEF, fill, tap and decap left out, types with 20 or more instances in the layout
cell / instances
a21oi_1: 45
and2_1: 176
clkdlybuf4s50_1: 73
dfrtp_1: 64
fa_1: 158
ha_1: 97
inv_1: 226
nand2_1: 62
nor2_1: 76
nor3_1: 20
o21ai_0: 24
xnor2_1: 31
## cells in the mapped netlist, types with 12 or more instances
library cell    n
and2_1        176
a21oi_1        45
nor2_1         76
xnor2_1        31
fa_1          158
clkbuf_1       28
ha_1           97
a21o_1         17
o21ai_0        24
nand2_1        62
xor2_1         17
inv_1         226
nor3_1         20
nand2b_1       12
dfrtp_1        64
nand3_1        12
## cell type report
type / count / share of cell area, %
Sequential cell: 64 / 13.5
Clock buffer: 10 / 1.92
Clock inverter: 6 / 0.589
Inverter: 227 / 7.16
Multi-Input combinational cell: 859 / 67.2
Tap cell: 270 / 2.84
Timing Repair Buffer: 84 / 6.81
## power by group
group	switching (mW)	total, mW	internal (mW)	leakage [nW]
registers	0.0248	0.199	0.174	0.834
logic	0.560	1.02	0.460	4.91
clock network	0.0541	0.147	0.0930	0.135
total	0.639	1.37	0.727	5.87
## state kept, by name, indices dropped and copies added, names as in the netlist
signal / count
Dout: 32
buffer: 32
## worst paths after layout
kind,end,cells past startpoint
worst max-delay path,buffer[31]$_DFF_PN0_,18
worst min-delay path,Dout[0]$_DFF_PN0_,2
worst max register to register,Dout[16]$_DFF_PN0_,10
worst min register to register,Dout[0]$_DFF_PN0_,2
max in group asynchronous,buffer[23]$_DFF_PN0_,2
min in group asynchronous,Dout[6]$_DFF_PN0_,1
## cell families (layout without fill, tap and decap cells)
| kind of cell | count (synthesis) | in the layout | share of synthesized area (%) |
|---|---|---|---|
| simple gates | 396 | 396 | 20.0 |
| xor+xnor | 48 | 48 | 3.98 |
| flops | 64 | 64 | 15.2 |
| buf+inv | 255 | 327 | 9.07 |
| fa+ha+maj | 255 | 255 | 41.5 |
| compound gates | 158 | 158 | 10.1 |
| mux | 2 | 2 | 0.190 |
## per-layer routing
layer  vias to the layer above  part of all wire [%]  global-route usage (%)
met1                      3577                    52                    39.0
met4                         0                  0.64                    1.24
met5                         -                     0                       0
met3                         9                   7.0                    6.91
met2                       191                    40                    31.9
li1                       3849                     -                       -
Power is estimated from default activity; no workload was simulated.
